===== flow/run.sh =====
#!/bin/bash
# OpenROAD 26Q1-2900-gdf79404cd8, Yosys 0.63+post, stock flow scripts
make -C /OpenROAD-flow-scripts/flow DESIGN_CONFIG=/design/flow/config.mk WORK_HOME=/design/flow/orfs finish

===== flow/config.mk =====
export PLATFORM = sky130hd
export DESIGN_NAME = phase_acc
export DESIGN_NICKNAME = phase_acc
export VERILOG_FILES = /design/flow/design.v
export SDC_FILE = /design/flow/constraint.sdc
export NUM_CORES = 4
export LEC_CHECK = 1
export CORE_UTILIZATION = 50

===== flow/constraint.sdc =====
current_design phase_acc

set clk_period 13.1
set clk_io_pct 0.2

create_clock -name clk0 -period $clk_period [get_ports {clk}]

set non_clock_inputs [all_inputs -no_clocks]
set_input_delay [expr $clk_period * $clk_io_pct] -clock clk0 $non_clock_inputs
set_output_delay [expr $clk_period * $clk_io_pct] -clock clk0 [all_outputs]

===== flow/design.v =====
`timescale 1ns / 1ps
module phase_acc
#(parameter M=32,N=5)
(input clk,
input rst, 
input signed [M-1:0] p_step,
output reg signed [M-1:0] phase);
localparam signed [M-1:0] pi=32'b01100100100001111110110101010001;
wire signed [M-1:0] phase_0 = phase - pi ;
always @(posedge clk)
begin
if(rst)
    begin
        phase <= 0;
    end
else
    begin
        phase <= (phase>pi)?phase_0 - pi: phase + p_step;           
    end
end
endmodule

==> changes_impl.md <==
### Implementation results

- Outcome: completed
- H-Tree Depth: 2
- IO Count: 66
- Die area: 6930 µm²
- Logic area: 2550 µm²
- ANT cells: 0
- Flip-flops with a built-in enable: 0
- Drt total wl: 8.12 mm
- CP Cell Sequence: clkdlybuf4s50_1, ha_1, fa_1, a21o_2, a221oi_4, a211oi_4, a41o_1, o31ai_2, a21oi_1, o211a_1, o41ai_2, and3b_1
- Antenna violations before repair: 0
- First-pass DRT Iterations: 4
- GRT Total Usage: 0.236
- Max-cap violations: 0
- Cell Type Count: 67
- Largest net degree at the start of global routing: 54
- Setup TNS Final: 0 ns
- Drt drc: 0
- Flop area: 641 µm²
- OpenROAD warnings: 26
- Syn Inst Count: 409
- Vias per std cell: 5.86
- Slew Limit Fails: 0
- # Cells Yosys: 409
- Post-CTS Setup Repair Bufs: 0
- Area reported by Yosys stat: 3300 µm²
- Core box area: 6350 µm²
- Top cells by count: nor2_1, a21oi_1, dfxtp_1, ha_1, xnor2_1
- Crit Path Max Fanout: 4
- Post-synthesis sequential area ratio: 0.194
- Critical setup path kind: input pin to flip-flop
- Pwr/cell area: 231 nW/µm²
- Top cells, area: dfxtp_1, ha_1, xnor2_1
- PortBufs: 65
- Die width: 83.3 µm
- Min-delay worst type: flip-flop to flip-flop
- Share of layout cells above drive strength 1: 0.0637
- Commonest flop: dfxtp_1
- Late-Pin Clk Latency: 0.28 ns
- Static Leak: 1.70 nW
- Post-Syn Area: 3300 µm²
- CTS tree: done
- First-pass GRT wire length: 13.4 mm
- Syn_area_per_cell: 8.07 µm²
- Root Buffer: clkbuf_8
- DRT iter0 DRCs: 120
- Post-synth top area cell: dfxtp_1
- Synth top cell by count: nor2_1
- Dpl ws: 7.26 ns
- Final Hold Viols: 0
- Grt met2 use: 0.362
- DR vias: 3213
- Most crowded layer after global routing: met1
- Crit end category: flip-flop
- Clock Skews: 0.00406 ns
- RSZ-0062 raised after global routing: no
- Post-CTS sizing: 0
- Max reg flops: 32
- CP max stage cell: clkdlybuf4s50_1
- Actual slew at the worst max-slew pin: 0.623 ns
- Placement Rows: 29
- Hold_buf cts: 0
- DP HPWL: 6.00 mm
- Wire per inst: 14.8 µm
- Maximum vdd drop: 0.000142 V
- M1 GR Usage: 0.374
- Buffer levels on the longest clock path: 2
- Slowest stage delay, CP: 0.40 ns
- Number of global-route vias before repair: 2857
- Asr flop ratio synth: 0
- Final core occ: 0.644
- Fillers: 569
- Fmax: 0.180 GHz
- Reg clk slew, reported paths: 0.07 ns
- Fp_density: 0.520
- Fin crit period: 5.56 ns
- Area grow syn2layout: 23.9%
- GRT overflow: 0
- Relative slew slack: 0.583
- Met3 capacity usage during global routing: 0.0313
- CP Launch Type: input pin
- Crit path DRT: 13.28 ns
- Ys flops: 32
- Max-area cell share: 0.194
- Worst Path Arrival: 5.74 ns
- Reg with most FFs: phase
- Post-DRT Antenna Nets: 0
- Top Registers: phase (32)
- Setup ws final: 7.54 ns
- CTS Sinks: 32
- Final number of setup-violating endpoints: 0
- Final worst-path cycle share: 0.424
- Die H: 83.3 µm
- CTS buffer count: 5
- Gpl congestion: 0.893
- Yosys warning total: 1
==> final cells by class <==
cell class / instances / share of cell area
multi-input cells: 351 / 0.623
repair buffers: 67 / 0.163
flip-flops and latches: 32 / 0.157
well taps: 77 / 0.0236
clock buffers: 8 / 0.0220
inverters: 13 / 0.0119
==> per-layer routing <==
layer  vias up  wire length [µm]
met2        80              3540
li1       1632                 -
met4         0                52
met5         -                 0
met3         4               416
met1      1497              4110
==> stage by stage <==
stage	hold WS, ns	total power, mW	cells	area (µm²)
6_report	0.569	0.945	548	4090
5_1_grt	0.604	1.04	548	4090
4_1_cts	0.565	0.948	548	4090
3_5_place_dp	0.549	0.860	540	4000
3_3_place_gp	0.557	0.859	540	4000
2_1_floorplan	0.481	0.674	409	3300
==> report_power, final <==
group	leakage (nW)	internal, mW	switching, mW	total (mW)
clock network	0.0455	0.0429	0.0379	0.0808
logic	1.39	0.338	0.309	0.647
registers	0.267	0.142	0.0757	0.218
==> final timing paths <==
path / from / end / slack [ns] / depth (start not counted)
min: phase[10] / phase[10] / 0.57 / 2
max reg2reg: phase[0] / phase[26] / 9.94 / 11
min reg2reg: phase[10] / phase[10] / 0.57 / 2
max: p_step[0] / phase[26] / 7.54 / 12
==> critical path: cells and delay by family <==
kind / cells / cell delay, ns
simple gates: 1 / 0.20
compound gates: 8 / 1.90
buf+inv: 1 / 0.40
fa+ha+maj: 2 / 0.62
==> cell usage in the layout, fill, tap and decap left out, types with 12 or more instances in the layout <==
cell type,count
o21ai_0,12
a21o_1,13
xnor2_1,31
clkdlybuf4s50_1,65
dfxtp_1,32
ha_1,32
inv_1,13
nand2_1,21
nor2_1,49
xor2_1,16
a21oi_1,40
==> kinds of logic after synthesis <==
family                   synth area share
flip-flops                          0.194
AND-OR/OR-AND                       0.282
buffers and inverters              0.0360
multiplexers                       0.0243
XOR/XNOR                            0.125
adder cells (fa/ha/maj)             0.127
AND/OR/NAND/NOR                     0.212
Power figures rest on the tool's default switching activity, not on a simulated workload.
